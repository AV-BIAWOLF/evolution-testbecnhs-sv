$ cat flow/design.v
`timescale 1ns / 1ps
module moving_average_filter_test1 #(
    parameter N = 4,  
    parameter DATA_WIDTH = 8
)(
    input clk, 
    input aresetn,
    input [DATA_WIDTH-1:0] data_in,
    output [DATA_WIDTH-1:0] data_out
);
    logic [DATA_WIDTH - 1:0] buff [0:N-1];
    logic [DATA_WIDTH + $clog2(N) - 1:0] sum;
    integer i;
    logic [DATA_WIDTH - 1:0] res;
    always @(posedge clk or negedge aresetn) begin  
        if (!aresetn) begin
            for (i = 0; i < N; i = i + 1) begin
                buff[i] <= 0;
            end
            sum <= 0;
            res <= 0;
        end else begin
            sum <= sum - buff[N-1] + data_in;
            for (i = N-1; i > 0; i = i - 1) begin
                buff[i] <= buff[i-1];
            end
            buff[0] <= data_in;
            res <= sum / N;
        end
    end
    assign data_out = res;    
endmodule
$ cat flow/run.sh
#!/bin/bash
# OpenROAD 26Q1-2900-gdf79404cd8, Yosys 0.63+post, stock flow scripts
make -C /OpenROAD-flow-scripts/flow DESIGN_CONFIG=/design/flow/config.mk WORK_HOME=/design/flow/orfs finish
$ cat flow/config.mk
export PLATFORM = sky130hd
export DESIGN_NAME = moving_average_filter_test1
export DESIGN_NICKNAME = moving_average_filter_test1
export VERILOG_FILES = /design/flow/design.v
export SDC_FILE = /design/flow/constraint.sdc
export NUM_CORES = 4
export LEC_CHECK = 1
export CORE_UTILIZATION = 40
$ cat flow/constraint.sdc
current_design moving_average_filter_test1

set clk_period 3.3
set clk_io_pct 0.2

create_clock -name clk0 -period $clk_period [get_ports {clk}]

set non_clock_inputs [all_inputs -no_clocks]
set_input_delay [expr $clk_period * $clk_io_pct] -clock clk0 $non_clock_inputs
set_output_delay [expr $clk_period * $clk_io_pct] -clock clk0 [all_outputs]
==> notes.md <==
Physical implementation status

Prior to clock tree synthesis, the placed netlist has a worst setup slack of 24.8 ps. The routed design shows a via density per instance of 4.48. The cell family contributing the most delay on the critical path is adder cells. The congestion estimate from routability-driven global placement came to 0.875. Looking at the max-slew report, the worst-margin pin has a slew of 534 ps. TritonCTS built the clock tree. The number of resized instances in the post-cts repair step stands at 0.

The TritonCTS buffer count stands at 5. The average instance area after synthesis stands at 14.0 um^2. For the worst flop-to-flop path, the logic depth is 9. Entering global routing, the biggest net connects 27 pins. Summed over all failing endpoints, the final setup total negative slack is 0 ps.

The clock passes through at most 2 buffers. Post-synth the commonest register cell is sky130_fd_sc_hd__dfrtp_1. According to the dpl log, the detail-placed design has an HPWL of 1.64 mm. The cell sequence reported for the critical path is clkdlybuf4s50_1, inv_1, fa_1, inv_1, ha_1, and3_4, a2111oi_4, o21ai_1, a21oi_1, xnor2_1.

Per the post-CTS timing run, clock transition at the registers of the reported paths is 80 ps. Summing internal, switching and leakage power gives 2.05 mW. For the worst reg-to-reg path, the endpoint reported by OpenROAD is sum[9]$_DFF_PN0_. Nets still carrying antenna violations after routing amount to 0. The top achievable clock speed stands at 338 MHz. The number of buffers inserted by post-CTS setup repair stands at 0. The number of buffers and inverters on the critical path is 3. Setup repair after global routing left no endpoint under its margin. The clock reaches the later pin of the worst-skew pair after 290 ps. The clock tree has to reach 50 sinks. The post-CTS hold buffer count recorded in the log is 0. The detailed-route wire length stands at 2.24 mm. The worst setup path is of the in2reg kind. Looking at the clock tree report, the root buffer type is sky130_fd_sc_hd__clkbuf_8. The horizontal die dimension reported for this design is 71.3 um. In the synthesized netlist, the cells that appear most often are sky130_fd_sc_hd__dfrtp_1 (50), sky130_fd_sc_hd__inv_1 (35), sky130_fd_sc_hd__ha_1 (10).

The type recorded for the worst min-delay path is in2async. Endpoints failing hold in the final report were tallied at 0. The required time of the critical path stands at 3510 ps. The timing report gives the biggest stage delay along the critical path as 520 ps.

The total number of placement rows stands at 24. Looking at the gate-level netlist, the highest instance count belongs to sky130_fd_sc_hd__dfrtp_1. The number of cells in Yosys stat stands at 137. In the synthesized netlist, the number of instances is 137.

The portion of synthesized cell area occupied by the leading cell type stands at 65.1%. The count of final setup violators stands at 0. The post-route clock period utilization stands at 89.7%. Looking at the critical path, the single cell with the biggest stage delay is sky130_fd_sc_hd__fa_1. The share of synthesized area occupied by flip-flops and latches stands at 65.1%. The power per cell area stands at 915 mW/mm^2. Max-slew check failures listed in the final report amount to 0. The worst register-to-register path has a setup slack of 860 ps.

Fill cells in the final layout number 367. Before placement the cells fill 43.0% of the core. The static leakage stands at 1.10 nW. Across the VDD grid, the largest voltage drop is 0.000450 V.

The fraction of registers with async set/reset stands at 100%. The number of maximum-capacitance violations recorded for the run is 0. For the worst reg-to-reg path, the startpoint reported by OpenROAD is sum[4]$_DFF_PN0_. The signal arrival time at the worst endpoint stands at 3170 ps.

The worst setup path is captured at a flop. The report shows a maximum critical-path fanout of 6. By area the synthesized netlist is led by sky130_fd_sc_hd__dfrtp_1 (65%), sky130_fd_sc_hd__fa_1 (8.3%), sky130_fd_sc_hd__inv_1 (6.8%), sky130_fd_sc_hd__ha_1 (6.5%), sky130_fd_sc_hd__xnor2_1 (4.1%). According to the timing report, the critical path is captured at sum[9]$_DFF_PN0_. By instance count, the cell type seen most on the critical path is sky130_fd_sc_hd__inv_1. The total stage count of the critical path stands at 10. After detailed routing, the average wire length per cell comes to 10.5 um. The number of antenna cells inserted stands at 0. The number of top-level pins stands at 18. The cell area after synthesis stands at 0.00192 mm^2. The count of flip-flops with a built-in enable after synthesis stands at 0.

Per STA, the startpoint of the critical path is data_in[4]. The maximum level of the CTS H-tree stands at 2. In this run the standard cell core region covers 0.00447 mm^2. sky130_fd_sc_hd__dfrtp_1 takes more of the synthesized area than any other cell. The count of distinct cell types in the synthesized netlist stands at 20. The first-pass GRT wire length stands at 4.04 mm. The chip area estimate from yosys synthesis stands at 0.00192 mm^2. STA classifies the critical path startpoint as an input pin. The signed area change from the synthesized netlist to the final layout stands at 16.7%.

Summed over all layers, the global routing overflow is 0. The first detailed-routing pass took 18 iterations. On the final layout, the worst hold slack is 338 ps. The number of port buffers stands at 17. The overall die area stands at 0.00509 mm^2. The residual DRC count stands at 0. The run finished with clean final reports.

The worst-case setup margin in the final layout stands at 341 ps. The max-slew check reports its worst relative slack as 64.4%. Per the final layout report, the fraction of cells sized above drive strength 1 comes to 7.45%. The die height stands at 71.3 um. The worst setup skew after layout stands at 6.83 ps. In this run, the number of DRC markers left after iteration 0 of detailed routing was 41. The number of antenna violations at the first check in global routing was 0.

The total routing resource utilization after global routing stands at 10.7%. The final critical path time including I/O delays and setup stands at 2960 ps. Summing over the stages, the warning tally comes to 25. The detailed router placed 954 vias in this run. In this run, synthesis produced a sequential element count of 50.

The final report gives the core utilization as 50.1%. The number of global-route vias before repair stands at 934. The total of warnings raised by yosys stands at 2.
[per-stage QoR]
step | std cells | cell area [um^2]
2_1_floorplan | 137 | 1920
3_3_place_gp | 207 | 2160
3_5_place_dp | 207 | 2160
4_1_cts | 213 | 2240
5_1_grt | 213 | 2240
6_report | 213 | 2240
[kinds of logic after synthesis]
| kind of cell | count (synthesis) | synth area share (%) |
|---|---|---|
| AOI/OAI and AO/OA | 12 | 5.21 |
| DFF | 50 | 65.1 |
| adders and majority gates | 18 | 14.8 |
| and+or+nand+nor | 13 | 3.97 |
| xor gates and xnor gates | 9 | 4.10 |
| buffers and inverters | 35 | 6.83 |
[metal layers]
layer	GRT usage [%]	up-vias	wire, um	part of all wire, %
met5	0	-	0	0
met4	2.22	0	61	2.7
met3	3.85	8	144	6.4
met2	13.5	22	885	40
met1	18.8	463	1150	51
li1	-	461	-	-
[worst min-delay path by stage]
stage | start | endpoint | slack (ps) | depth (start not counted)
after CTS | buff[2][3]$_DFF_PN0_ | buff[3][3]$_DFF_PN0_ | 350 | 0
after global routing | buff[1][4]$_DFF_PN0_ | buff[2][4]$_DFF_PN0_ | 360 | 0
final | aresetn | buff[0][1]$_DFF_PN0_ | 340 | 1
[layout make-up]
| cell class | instances | area (um^2) | area share, % |
|---|---|---|---|
| Timing Repair Buffer | 18 | 173 | 7.70 |
| Multi-Input combinational cell | 52 | 541 | 24.1 |
| Clock buffer | 6 | 82.6 | 3.68 |
| Inverter | 35 | 131 | 5.86 |
| Sequential cell | 50 | 1250 | 55.8 |
| Tap cell | 52 | 65.1 | 2.90 |
[sequential cells by signal, summed over array words and instances, names as in the netlist]
register and cells:
buff 32, sum 10, res 8
[where the power goes]
group	internal, mW	switching [mW]	leakage (nW)
registers	0.762	0.0512	0.583
clock network	0.162	0.172	0.0431
logic	0.479	0.427	0.474
[worst register-to-register path, stage by stage, from the launching register on]
cell	delay, ps
sky130_fd_sc_hd__dfrtp_1	370
sky130_fd_sc_hd__inv_1	60
sky130_fd_sc_hd__fa_1	490
sky130_fd_sc_hd__inv_1	40
sky130_fd_sc_hd__ha_1	360
sky130_fd_sc_hd__and3_4	210
sky130_fd_sc_hd__a2111oi_4	400
sky130_fd_sc_hd__o21ai_1	130
sky130_fd_sc_hd__a21oi_1	180
sky130_fd_sc_hd__xnor2_1	130
[placed cells by master, fill, tap and decap left out, types with 2 or more instances in the layout]
cell	n
sky130_fd_sc_hd__dfrtp_1	50
sky130_fd_sc_hd__inv_1	35
sky130_fd_sc_hd__clkdlybuf4s50_1	16
sky130_fd_sc_hd__ha_1	10
sky130_fd_sc_hd__xnor2_1	9
sky130_fd_sc_hd__fa_1	8
sky130_fd_sc_hd__clkbuf_8	6
sky130_fd_sc_hd__a21oi_1	4
sky130_fd_sc_hd__nor2_1	4
sky130_fd_sc_hd__nand3_1	3
sky130_fd_sc_hd__a21o_1	2
sky130_fd_sc_hd__and3_4	2
Power and IR drop assume default switching activity.
